==> design.v <==
module Clock_Div(input logic inclk,
					  input logic [31:0] div_clk_count,
					  input logic rst,
					  output logic outclk,
					  output logic [31:0] counter);  
	always_ff @(posedge inclk, posedge rst) begin
		if (rst) begin
			counter <= 32'b0;
			outclk <= 0;
		end else begin
			if (counter >= div_clk_count - 1) begin
				counter <= 32'b0;
				outclk <= ~outclk;
			end else begin
				counter <= counter + 1;
			end
		end
	end
endmodule
==> run.sh <==
#!/bin/bash
# OpenROAD 26Q1-2900-gdf79404cd8, Yosys 0.63+post, stock flow scripts
make -C /OpenROAD-flow-scripts/flow DESIGN_CONFIG=/design/flow/config.mk WORK_HOME=/design/flow/orfs finish
==> config.mk <==
export PLATFORM = sky130hd
export DESIGN_NAME = Clock_Div
export DESIGN_NICKNAME = Clock_Div
export VERILOG_FILES = /design/flow/design.v
export SDC_FILE = /design/flow/constraint.sdc
export NUM_CORES = 4
export LEC_CHECK = 1
export CORE_UTILIZATION = 30
==> constraint.sdc <==
current_design Clock_Div

set clk_period 8.6
set clk_io_pct 0.2

create_clock -name clk0 -period $clk_period [get_ports {inclk}]

set non_clock_inputs [all_inputs -no_clocks]
set_input_delay [expr $clk_period * $clk_io_pct] -clock clk0 $non_clock_inputs
set_output_delay [expr $clk_period * $clk_io_pct] -clock clk0 [all_outputs]
==> impl_metrics.ini <==
; yosys + openroad results
[clocking]
clock_path_buffers = 2
post_cts_buffers = 0
cts_max_level = 2
cts_sinks = 33
cts_buffers = 5
postCtsHoldBufs = 0
cts_resized = 0
path_clk_slew_ps = 70
root_buffer = clkbuf_8
cts_tree = yes
clk_latency_ps = 280

[drt]
vias = 2435
drtIter0Drc = 51
detail-route-antenna-nets = 0
wire_per_inst_um = 12.9
diodes = 0
drtPass1Iterations = 17
avgViaCountPerCell = 4.90
drc_errors = 0
drt-met1-wl_um = 3230
wl_met2_um = 2960
wl_met3_um = 200
routed.top_layer = met4
wirelength_um = 6390

[timing]
fin_skew_ps = 8.39
drv_slew = 0
hold_violations = 0
min_period_over_period = 0.630
rsz0062_at_grt = false
fin_crit_ps = 5420
finalSetupTns_ps = 0
maxSlewHeadroom = 0.683
max_freq_ghz = 0.185
worstMarginPinSlew_ps = 472
setup_viol = 0

[die]
io_pins = 67
core-area_mm2 = 0.00885
dieHeight_um = 98.3
fp-utilization = 0.314
chip_area_mm2 = 0.00966
row_count = 34
fp.dieW_um = 98.3

[global_routing]
antenna_found_initial = 0
grt_overflow_total = 0
grtUsageTotal = 0.136
grt_start_max_net_pins = 34
grt_pass1_vias = 2200
grt_pass1_wl_um = 10600

[run]
warnings = 25
maxCapViolCount = 0

[cells_and_area]
lay_top_count = clkdlybuf4s50_1
layout_top_cells = 66 x clkdlybuf4s50_1, 55 x nor2_1, 39 x xnor2_1
layout-drive-gt1-share = 0.0463
syn2layout_area_growth_pct = 31.7

[critical_path]
crit_slowest_cell = or4_4
critPathMaxStageDelay_ps = 530
arrival_ps = 5560
critPathMaxFanout = 33
start_kind = input pin
crit_type = in2reg
required_ps = 8750
endpoint_kind = flop
crit_chain = clkdlybuf4s50_1, or4_4, or4_4, or2_4, nand2b_4, nand2b_1, xor2_1, ha_1, a21oi_1, nand2_1, a221o_1, a211oi_1, o21ai_2, buf_4, xor2_1

[outcome]
status = completed

[place]
gp_congestion = 0.810
dp_hpwl_um = 5040
io_buffer_count = 66

[logic_synthesis]
flop_cell = dfrtp_1
yosysWarnings = 1
ys_ff = 33
syn-cell-area_mm2 = 0.00278
synth_cells = 317
ys_seq_frac = 0.297
async_flop_share = 1.00
synth_area_per_cell_um2 = 8.78
ys_chip_area_mm2 = 0.00278
synth_cell_types = 40
edf_count = 0
synth_stat.cells = 317

[pwr]
clkPwrFrac = 0.354
p_seq_frac = 0.495
p_leak_uw = 0.00155
combPwrFrac = 0.151
vdd_drop_max_mv = 0.0486
total_power_uw = 314
p_int_uw = 237
switching_share = 0.246
power_density_mw_per_mm2 = 85.8
switchingPower_uw = 77.4

[min_path]
hp-class = reg2reg
==> through the flow <==
stage | utilization | cell area, um^2 | hold slack (ps) | std cells | setup WS, ps
4_1_cts | 0.414 | 3660 | 471 | 497 | 3160
5_1_grt | 0.414 | 3660 | 474 | 497 | 2940
2_1_floorplan | - | 2780 | 420 | 317 | 3560
6_report | 0.414 | 3660 | 461 | 497 | 3180
3_3_place_gp | 0.405 | 3580 | 456 | 489 | 2950
3_5_place_dp | 0.405 | 3580 | 462 | 489 | 2860
==> worst max-delay path: cells and delay by family <==
family / cells / cell delay, ps
AND-OR/OR-AND: 4 / 830
XOR/XNOR: 2 / 320
adder cells (fa/ha/maj): 1 / 310
buffers and inverters: 2 / 700
AND/OR/NAND/NOR: 6 / 1690
==> registers in the layout (all words and copies together) (netlist names) <==
signal,count
counter,32
outclk,1
==> synthesized netlist by cell type, types with 3 or more instances <==
master | n | area (um^2)
nand2_1 | 21 | 78.8
and2_1 | 4 | 25.0
o21ai_0 | 3 | 15.0
xnor2_1 | 39 | 342
dfrtp_1 | 33 | 826
or4_1 | 3 | 22.5
nor3_1 | 11 | 55.1
or3_1 | 4 | 25.0
a21oi_1 | 11 | 55.1
nor4_1 | 7 | 43.8
clkbuf_1 | 4 | 15.0
xor2_1 | 21 | 184
and4_1 | 4 | 35.0
ha_1 | 34 | 425
nand3_1 | 14 | 70.1
nor2_1 | 55 | 206
and3_1 | 8 | 50.1
inv_1 | 7 | 26.3
nand4_1 | 8 | 50.1
==> power groups by stage <==
stage	combinational (uW)	clock, uW	sequential, uW
after CTS	48.2	115	156
after global routing	53.2	123	156
final	47.4	111	156
==> final timing paths <==
kind,from,end,slack [ps],cells past startpoint
setup reg to reg,counter[11]$_DFF_PP0_,outclk$_DFFE_PP0P_,6260,8
hold reg to reg,outclk$_DFFE_PP0P_,outclk$_DFFE_PP0P_,460,1
hold / removal,outclk$_DFFE_PP0P_,outclk$_DFFE_PP0P_,460,1
min in group asynchronous,rst,counter[26]$_DFF_PP0_,1840,3
setup / recovery,div_clk_count[13],outclk$_DFFE_PP0P_,3180,15
max in group asynchronous,rst,counter[7]$_DFF_PP0_,6440,3
==> kinds of logic after synthesis <==
kind of cell    after synthesis  share of synthesized area
buf+inv                      11                     0.0148
fa+ha+maj                    34                      0.153
xor+xnor                     60                      0.189
compound gates               25                     0.0567
simple gates                154                      0.290
flops                        33                      0.297
==> routing by layer <==
layer | vias to the layer above | global-route usage
li1 | 1271 | -
met1 | 1121 | 0.203
met2 | 41 | 0.224
met3 | 2 | 0.0196
met4 | 0 | 0.00689
met5 | - | 0
==> area by class of cell <==
class | instances | area (um^2)
fillers | 866 | 5180
multi-input cells | 273 | 1920
flip-flops and latches | 33 | 826
repair buffers | 68 | 676
well taps | 108 | 135
clock buffers | 6 | 72.6
inverters | 7 | 26.3
clock inverters | 2 | 10.0
Power figures rest on the tool's default switching activity, not on a simulated workload.
