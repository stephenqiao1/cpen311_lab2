==> design.v <==
module Address_FSM(
	input wire clk_50M,
	input wire clk_22K,
	input wire reset_n,
	input wire read_done,
	input wire pause,
	input wire reverse,
	input wire restart,
	input wire [31:0] read_data,
	output reg start_read,
	output reg [15:0] audio_sample,
	output reg [22:0] flash_mem_address,
	output reg [3:0] state
);
	parameter START = 4'b0000;
	parameter SET_ADDR = 4'b0001;
	parameter READ_FSM = 4'b0010;
	parameter ODD_AUDIO = 4'b0011;
	parameter EVEN_AUDIO = 4'b0100;
	parameter CHANGE_ADDR = 4'b0101;
	parameter INCREMENT = 4'b0110;
	parameter DECREMENT = 4'b0111;
	parameter RESTART = 4'b1000;
	parameter FINISHED = 4'b1001;
	reg [3:0] next_state;
	reg [22:0] address_counter;
	wire clk_22kHz_edge;
	Edge_Detector edge_detector (
		.clk(clk_50M),
		.signal(clk_22K),
		.rising_edge(clk_22kHz_edge)
	);
	always_ff @(posedge clk_50M, negedge reset_n) begin
		if (!reset_n) begin
			state <= START;	
			address_counter <= 23'b0;
			flash_mem_address <= 23'b0;
			audio_sample <= 16'b0;
			start_read <= 1'b0;
		end else begin
			state <= next_state;
			if (state == DECREMENT) begin
				address_counter <= address_counter - 1;
				if (address_counter < 23'd0) begin
					address_counter <= 23'd524287;
				end
			end else if (state == INCREMENT) begin
				address_counter <= address_counter + 1;
				if (address_counter > 23'd524287) begin
					address_counter <= 0;
				end
			end
			if (state == RESTART) begin
				address_counter <= 0;
			end
			if (state == SET_ADDR) begin
				flash_mem_address <= address_counter;
			end
			if (state == ODD_AUDIO) begin
				audio_sample <= read_data[31:16];
			end else if (state == EVEN_AUDIO) begin
				audio_sample <= read_data[15:0];
			end
			start_read <= (state == READ_FSM);
		end
	end
	always_comb begin
		case (state)
			START: begin
				if (pause) begin
					next_state = START;
				end else begin
					next_state = SET_ADDR;
				end
			end
			SET_ADDR: begin
				if (clk_22kHz_edge) begin
					next_state = READ_FSM;
				end else begin
					next_state = SET_ADDR;
				end
			end
			READ_FSM: begin
				if ((address_counter[0] == 1'b0) & read_done) begin
					next_state = EVEN_AUDIO;
				end else if ((address_counter[0] == 1'b1) & read_done) begin
					next_state = ODD_AUDIO;
				end else begin
					next_state = READ_FSM;
				end
			end
			ODD_AUDIO, EVEN_AUDIO: begin
				next_state = CHANGE_ADDR;
			end
			CHANGE_ADDR: begin
				if (reverse & !restart) begin
					next_state = DECREMENT;
				end else if (!reverse & !restart) begin
					next_state = INCREMENT;
				end else begin
					next_state = RESTART;
				end
			end
			INCREMENT, DECREMENT, RESTART: begin
				next_state = FINISHED;
			end
			FINISHED: begin
				next_state = START;
			end
			default: begin
				next_state = START;
			end
		endcase
	end
endmodule
module Edge_Detector(
	input wire signal,
	input wire clk,
	output reg rising_edge
);
	reg signal_2;
	always_ff @(posedge clk) begin
		signal_2 <= signal;
	end
	assign rising_edge = signal & ~signal_2;
endmodule
==> run.sh <==
#!/bin/bash
# OpenROAD 26Q1-2900-gdf79404cd8, Yosys 0.63+post, stock flow scripts
make -C /OpenROAD-flow-scripts/flow DESIGN_CONFIG=/design/flow/config.mk WORK_HOME=/design/flow/orfs finish
==> config.mk <==
export PLATFORM = sky130hd
export DESIGN_NAME = Address_FSM
export DESIGN_NICKNAME = Address_FSM
export VERILOG_FILES = /design/flow/design.v
export SDC_FILE = /design/flow/constraint.sdc
export NUM_CORES = 4
export LEC_CHECK = 1
export CORE_UTILIZATION = 30
==> constraint.sdc <==
current_design Address_FSM

set clk_period 5.9
set clk_io_pct 0.2

create_clock -name clk0 -period $clk_period [get_ports {clk_50M}]

set non_clock_inputs [all_inputs -no_clocks]
set_input_delay [expr $clk_period * $clk_io_pct] -clock clk0 $non_clock_inputs
set_output_delay [expr $clk_period * $clk_io_pct] -clock clk0 [all_outputs]
==> summary.txt <==
Flow results follow.

Including well taps, the total number of placed cells is 581. The highest layer touched by signal routing is met4. The maximum number of buffers from clock root to sink is 2.

The flip-flop cell with the highest count after synthesis is sky130_fd_sc_hd__dfrtp_1. The flow reported a cell area power density of 438.4 mW/mm². The first-pass iteration count of the detailed router is 7.

The non-filler instance count after layout is 597. The final worst setup slack is 3239 ps. In the final routed layout, each cell accounts on average for 14.84 µm. The via count of the routed design is 3,112. The number of buffers added by the clock tree synthesis step is 9. The number of violations reported at the end of detailed-routing iteration 0 is 161. For this run, the register share of the synthesized area comes to 46.61%. Per the detail_route log, met3 wirelength is 843 µm. The synth_stat.txt file lists the number of cells as 381. The floorplan step defined a core boundary enclosing 0.01161 mm². The final timing report lists a max-slew violation count of 0. The reported leakage power is 1.975 nW. The number of global-route vias before repair was 3,102. The critical path data arrival time is 1480 ps. Per the run report, area growth between synthesis and finish was 33.17%.

The final-layout worst hold slack is 503.5 ps. The initial antenna violation count is 0. The worst setup path category is flip-flop to output pin. The clock-pin transition on the worst setup and hold timing paths is 50 ps. The compound-cell area share of the yosys netlist is 14.09%. The die extent in y is 112.1 µm.

The clock tree from TritonCTS is yes. The first global-routing pass estimated 15.34 mm of wire. The DRC violation count after routing is 0. The post-layout minimum cycle time is 2661 ps.

After layout, the worst path uses 45.10% of the clock period. The post-CTS repair timing setup buffer count is 0. The number of antenna diodes is 0. Per the timing report, the achievable frequency comes out to 0.3758 GHz.

Yosys printed 3 warnings. The kind of start point of the critical path is a flip-flop. The number of failing setup endpoints in the final timing report is 0. The post-route setup TNS is 0 ps. Gates resized during post-CTS repair numbered 0. The multiplexer fraction of the synthesized cell area is 12.93%. The count of maximum capacitance violations is 0. Clock tree synthesis found a total of 68 sinks. For this run, asynchronously set or reset flops after synthesis account for 98.53%.

The met2 layer wire length in the routed design is 3.831 mm. The I/O pin count is 83. The synthesized design contains 0 enable-type register cells. The final tally of hold violations is 0.

For the pin with the worst max-slew slack, the measured transition is 861.9 ps. The netlist area before placement is 0.003640 mm². The analysis reports a worst IR drop on VDD of 0.1895 mV. The post-synth register bit count is 68. The fraction of synthesized cell area in xor and xnor cells is 1.203%.

In this run, the synthesized area fraction spent on adder and majority cells is recorded as 0.6875%. The most critical min-delay path falls under flip-flop to flip-flop. The overall die area is 0.01258 mm². The mean area per synthesized cell is 9.553 µm².

In the floorplan report the effective utilization is 31.34%. Per the GRT congestion report, total overflow comes to 0. In this run the clock root is driven by a sky130_fd_sc_hd__clkbuf_16. After detailed placement, the total cell area comes to 0.004549 mm². Yosys shows that the main logic family after synthesis is simple AND/OR/NAND/NOR gates. The highest fanout seen on the critical path is 28.

Across all stage logs, warnings added up to 26. The later-pin clock latency in the skew report is 330 ps. The fraction of layout instances using a drive strength above 1 is 11.89%. The summed area of non-filler cells in the final layout is 0.004847 mm². The worst slew margin relative to its limit is 42.23%. The number of nets with antenna violations after detailed routing is 0. The congestion estimate from routability-driven global placement came to 0.9313. Prior to clock tree synthesis, the placed netlist has a worst setup slack of 3361 ps. Once detailed placement completed, the half-perimeter wirelength came to 6.225 mm. Yosys mapped the design onto 49 distinct sky130hd cell types. The per-cell via count in the routed design is 5.213.

In the final run the clock tree shows a worst skew of 10.66 ps. The largest net degree at the start of global routing is 36. According to the timing report, the data required time at the worst endpoint equals 4720 ps.

During placement, the flow inserted port buffers numbering 82. The endpoint class of the critical path is an output pin. The routed wirelength on the met1 layer is recorded as 4.054 mm. For this design, the CTS-stage hold fixing added 0 buffers. The area recorded from the Yosys report for this design is 0.003640 mm². For reference, simple AND, OR, NAND and NOR cells occupy 19.39% of the area reported after synthesis. The clock H-tree reported by CTS has 3 levels. The global-route usage over all layers is 15.21%.

The flow ran to the end, and the final reports show no timing, DRC or antenna violations. The chip width is 112.1 µm. Per the post-synthesis report, the number of cells in the design is 381. The total wire length is 8.860 mm. Setup repair after global routing left no endpoint under its margin. The number of placement rows is 39.
[layer usage]
layer | vias to the layer above | global-route usage (%)
li1 | 1512 | -
met1 | 1456 | 22.38
met2 | 130 | 23.35
met3 | 14 | 4.733
met4 | 0 | 1.778
met5 | - | 0
[worst max-delay path, stage by stage, from the launching register on]
cell and delay [ps]:
sky130_fd_sc_hd__dfrtp_1 320, sky130_fd_sc_hd__buf_4 290, sky130_fd_sc_hd__clkdlybuf4s50_1 540
[path summary, 6_finish.rpt]
kind | to | cells past startpoint | slack, ps | startpoint
max | state[0] | 2 | 3240 | state[0]
min | flash_mem_address[8] | 1 | 500 | flash_mem_address[8]
max reg2reg | address_counter[7] | 7 | 3330 | address_counter[0]
min reg2reg | flash_mem_address[8] | 1 | 500 | flash_mem_address[8]
max in group asynchronous | address_counter[7] | 2 | 4060 | reset_n
min in group asynchronous | audio_sample[5] | 1 | 910 | reset_n
[flip-flops by register name, summed over array words and instances, names as in the netlist]
name                    cells
address_counter            23
flash_mem_address          23
audio_sample               16
state                       4
edge_detector.signal_2      1
start_read                  1
[cell type report]
type,instances,area [µm²]
Clock buffer,12,246.5
Fill cell,1131,6766
Timing Repair Buffer,87,853.3
Tap cell,143,178.9
Sequential cell,68,1697
Clock inverter,4,51.30
Multi-Input combinational cell,269,1768
Inverter,14,52.55
[report_power, final]
group / internal, W / leakage (nW) / total (W) / switching (W)
clock: 0.000339 / 0.143 / 0.000532 / 0.000193
combinational: 0.000460 / 0.928 / 0.000856 / 0.000396
sequential: 0.000600 / 0.904 / 0.000737 / 0.000137
total: 0.00140 / 1.97 / 0.00213 / 0.000726
[placed cells by master, fill, tap and decap left out, types with 2 or more instances in the layout]
master	n
sky130_fd_sc_hd__a21oi_1	21
sky130_fd_sc_hd__a21oi_2	2
sky130_fd_sc_hd__a31oi_1	8
sky130_fd_sc_hd__and3_1	6
sky130_fd_sc_hd__and4_1	2
sky130_fd_sc_hd__buf_4	5
sky130_fd_sc_hd__clkbuf_1	2
sky130_fd_sc_hd__clkbuf_16	9
sky130_fd_sc_hd__clkdlybuf4s50_1	81
sky130_fd_sc_hd__dfrtp_1	67
sky130_fd_sc_hd__ha_1	2
sky130_fd_sc_hd__inv_1	14
sky130_fd_sc_hd__mux2_2	24
sky130_fd_sc_hd__mux2i_1	20
sky130_fd_sc_hd__nand2_1	37
sky130_fd_sc_hd__nand2b_1	3
sky130_fd_sc_hd__nand3_1	16
sky130_fd_sc_hd__nand3b_1	3
sky130_fd_sc_hd__nand4_1	6
sky130_fd_sc_hd__nand4b_1	2
sky130_fd_sc_hd__nor2_1	15
sky130_fd_sc_hd__nor2b_1	2
sky130_fd_sc_hd__nor3_1	13
sky130_fd_sc_hd__nor3_2	2
sky130_fd_sc_hd__nor4_1	8
sky130_fd_sc_hd__o21ai_0	38
sky130_fd_sc_hd__o22ai_1	3
sky130_fd_sc_hd__o311ai_0	2
sky130_fd_sc_hd__o31ai_1	3
sky130_fd_sc_hd__or3_1	9
sky130_fd_sc_hd__xnor2_1	5
[synth_stat cells, types with 3 or more instances]
| cell | n | area, µm² |
|---|---|---|
| sky130_fd_sc_hd__dfrtp_1 | 67 | 1677 |
| sky130_fd_sc_hd__o21ai_0 | 38 | 190.2 |
| sky130_fd_sc_hd__nand2_1 | 37 | 138.9 |
| sky130_fd_sc_hd__mux2_2 | 24 | 270.3 |
| sky130_fd_sc_hd__a21oi_1 | 21 | 105.1 |
| sky130_fd_sc_hd__clkbuf_1 | 20 | 75.07 |
| sky130_fd_sc_hd__mux2i_1 | 20 | 200.2 |
| sky130_fd_sc_hd__nand3_1 | 16 | 80.08 |
| sky130_fd_sc_hd__nor2_1 | 15 | 56.30 |
| sky130_fd_sc_hd__nor3_1 | 15 | 75.07 |
| sky130_fd_sc_hd__inv_1 | 14 | 52.55 |
| sky130_fd_sc_hd__or3_1 | 9 | 56.30 |
| sky130_fd_sc_hd__a31oi_1 | 8 | 50.05 |
| sky130_fd_sc_hd__nor4_1 | 8 | 50.05 |
| sky130_fd_sc_hd__and3_1 | 6 | 37.54 |
| sky130_fd_sc_hd__nand4_1 | 6 | 37.54 |
| sky130_fd_sc_hd__xnor2_1 | 5 | 43.79 |
| sky130_fd_sc_hd__buf_2 | 4 | 20.02 |
| sky130_fd_sc_hd__buf_1 | 3 | 11.26 |
| sky130_fd_sc_hd__nand2b_1 | 3 | 18.77 |
| sky130_fd_sc_hd__nand3b_1 | 3 | 22.52 |
| sky130_fd_sc_hd__o22ai_1 | 3 | 18.77 |
| sky130_fd_sc_hd__o31ai_1 | 3 | 22.52 |
[cell families after synthesis]
kind of cell | after synthesis
simple gates | 132
fa+ha+maj | 2
buf+inv | 44
compound gates | 86
xor+xnor | 5
mux | 44
flops | 68
[per-stage QoR]
step | power [W] | utilization [%]
final | 0.002125 | 41.74
after floorplan | 0.001230 | -
after global placement | 0.001590 | 39.17
after global routing | 0.002299 | 41.74
after detailed placement | 0.001605 | 39.17
after CTS | 0.002153 | 41.74
No activity file was given, so power comes from the tool's default toggle rates.
